File: flow/config.mk
export PLATFORM = sky130hd
export DESIGN_NAME = TOP_FIR
export DESIGN_NICKNAME = TOP_FIR
export VERILOG_FILES = /design/flow/design.v
export SDC_FILE = /design/flow/constraint.sdc
export NUM_CORES = 4
export LEC_CHECK = 1
export CORE_UTILIZATION = 30
File: flow/constraint.sdc
current_design TOP_FIR

set clk_period 11.1
set clk_io_pct 0.2

create_clock -name clk0 -period $clk_period [get_ports {clk}]

set non_clock_inputs [all_inputs -no_clocks]
set_input_delay [expr $clk_period * $clk_io_pct] -clock clk0 $non_clock_inputs
set_output_delay [expr $clk_period * $clk_io_pct] -clock clk0 [all_outputs]
File: flow/design.v
`timescale 1ns / 1ps
module TOP_FIR(clk, rst, data_in, data_out);
input clk, rst;
input [15:0] data_in;
output [15:0] data_out;
reg [15:0] data_out;
reg [15:0] xn [(2*FIR_tap-1):0];  
wire [15:0] yn;
reg [30:0] prod [(FIR_tap-1):0];
reg [30:0] mac [(FIR_tap-1):0];
reg [15:0] b[(FIR_tap-1):0];
reg [15:0] coef_count;
reg [15:0] coefficient_addr_in;                                                                                                                                      
wire [15:0] coefficient_out;
parameter FIR_tap = 16;
always @ (posedge clk)
begin
	if(rst == 1)
		begin
		for(i=0; i<=FIR_tap; i=i+1)
			b[i] = 0;
		end
	else
		begin
			b[0] = 16'd0001;
			b[1] = 16'd0002;
			b[2] = 16'd0003;
			b[3] = 16'd0004;
			b[4] = 16'd0005;
			b[5] = 16'd0006;
			b[6] = 16'd0007;
			b[7] = 16'd0008;
			b[8] = 16'd0009;
			b[9] = 16'd0010;
			b[10] = 16'd0011;
			b[11] = 16'd0012;
			b[12] = 16'd0013;
			b[13] = 16'd0014;
			b[14] = 16'd0015;
			b[15] = 16'd0016;
		end
end
integer i;
always @ (posedge clk)
begin
	if(rst == 1)
		begin
			for(i=0; i<=(2*FIR_tap-1); i=i+1)
				xn[i] = 0;
		end
	else
		begin
			xn[0] <= data_in;
			for(i=0; i<=(2*FIR_tap-1); i= i+1)
				begin
					xn[i+1] = xn[i];
				end
		end
end
always @ (posedge clk)
begin
	if(rst == 1)
		begin
			for(i=0; i<=(FIR_tap-1); i=i+1)
				prod[i] = 0;
		end
	else
		begin
			prod[0] <= xn[1] * b[15];
			prod[1] <= xn[3] * b[14];
			prod[2] <= xn[5] * b[13];
			prod[3] <= xn[7] * b[12];
			prod[4] <= xn[9] * b[11];
			prod[5] <= xn[11] * b[10];
			prod[6] <= xn[13] * b[9];
			prod[7] <= xn[15] * b[8];
			prod[8] <= xn[17] * b[7];
			prod[9] <= xn[19] * b[6];
			prod[10] <= xn[21] * b[5];
			prod[11] <= xn[23] * b[4];
			prod[12] <= xn[25] * b[3];
			prod[13] <= xn[27] * b[2];
			prod[14] <= xn[29] * b[1];
			prod[15] <= xn[31] * b[0];
		end
end
always @ (posedge clk)
begin
	if(rst==1)
		begin
			for(i=0; i<=(FIR_tap-1); i=i+1)
				mac[i] = 0;
		end
	else
		begin
			mac[0] <= prod[0];
			for(i=1; i<=(FIR_tap-1); i=i+1)
				mac[i] <= mac[i-1] + prod[i];
		end
end
assign yn = mac[15];
always @ (posedge clk)
begin
	if(rst == 1)
		begin
			data_out[15:0] = 0;
		end
	else
		begin
			data_out <= yn[15:0];
		end
end
endmodule
File: flow/run.sh
#!/bin/bash
# OpenROAD 26Q1-2900-gdf79404cd8, Yosys 0.63+post, stock flow scripts
make -C /OpenROAD-flow-scripts/flow DESIGN_CONFIG=/design/flow/config.mk WORK_HOME=/design/flow/orfs finish
==> impl_metrics.json <==
{
  "chipArea_um2": 95300,
  "clk_root_buffer_cell": "clkbuf_16",
  "place_hpwl_um": 55500,
  "synth_flops": 454,
  "gp_congestion": 0.935,
  "insertion_delay_ps": 620,
  "leakagePower_uw": 0.0149,
  "clk_path_buf_depth": 3,
  "netlist.area_leader.share_pct": 32.2,
  "drc_errors": 0,
  "max-slew-margin-rel_pct": 32.2,
  "worst_pin_slew_ps": 1010,
  "netlist_area_um2": 28200,
  "cts_tree": "done",
  "grt_use_total_pct": 15.8,
  "final_cell_mix": "dfxtp_1 (454), nor2_1 (395), ha_1 (352)",
  "cts_setup_buffers": 0,
  "yosys_cells": 3095,
  "drive_gt1_share_pct": 4.86,
  "cp-startpoint": "b[14][2]$_DFF_P_",
  "ir_worst_vdd_mv": 0.111,
  "seq_area_frac_synth_pct": 32.2,
  "first_global_vias": 19743,
  "hold_buffers": 0,
  "cts.htree.levels": 2,
  "drtIter0Drc": 1332,
  "status": "complete, no violations",
  "ys_area_um2": 28200,
  "async_reset_ff_share_pct": 0,
  "setup-tns-final_ps": 0,
  "syn_inst": 3095,
  "die.size.y_um": 309,
  "drt_wl_total_um": 71800,
  "path_class": "register to register",
  "ant_nets": 0,
  "period_minus_slack_ps": 4500,
  "arrival_ps": 4970,
  "synth_area_per_cell_um2": 9.12,
  "power_density_nw_per_um2": 129,
  "drv_slew": 0,
  "critical_path.max_fanout": 47,
  "r2r_slack_ps": 6600,
  "crit_path_end_kind": "register",
  "post_cts_resized": 0,
  "required_ps": 11580,
  "drtPass1Iterations": 21,
  "drv_cap": 0,
  "synth-edff-count": 0,
  "antenna_found_initial": 0,
  "grt_first_pass_wirelength_um": 113000,
  "synthFlopType": "dfxtp_1",
  "hold_path.class": "register to register",
  "clk_pin_slew_ps": 60,
  "reg2reg_from": "b[14][2]$_DFF_P_",
  "tool_warnings": 70,
  "fill_cells": 9364,
  "finalSetupViolations": 0,
  "rsz0062_at_grt": "false",
  "finalCritPeriodShare_pct": 40.5,
  "floorplan.core_util_pct": 30.3,
  "cp-start-kind": "register",
  "vias": 20824,
  "vias_per_cell": 4.71,
  "yosys-top-cells-area": "dfxtp_1 (32%), ha_1 (16%), fa_1 (7.5%)",
  "coreArea_um2": 93200,
  "synth_area_leader_cell": "dfxtp_1",
  "final_common_cell": "dfxtp_1",
  "cts_buffers": 54,
  "ys_types": 77,
  "skew_ps": 29.2,
  "hold-worst-slack_ps": 422,
  "grt_max_degree": 140,
  "syn_to_final_growth_pct": 13.0,
  "diodes": 0,
  "die_w_um": 309,
  "fin_util_pct": 34.2,
  "wire_per_inst_um": 16.2,
  "io_pins": 34,
  "timing.final.hold_violations": 0,
  "io_buffers": 33,
  "hp-start": "xn[0][12]$_SDFF_PP0_",
  "overflow": 0,
  "timing.fmax_mhz": 222,
  "clock_sinks": 454,
  "yosysWarningCount": 5,
  "rows": 112
}
==> through the flow <==
| stage | setup WS (ps) | power [uW] | std cells | cell area (um2) |
|---|---|---|---|---|
| 6_report | 6600 | 4110 | 4422 | 31900 |
| 4_1_cts | 6630 | 4160 | 4422 | 31900 |
| 3_3_place_gp | 6150 | 2250 | 4324 | 30000 |
| 2_1_floorplan | 7090 | 2120 | 3095 | 28200 |
| 5_1_grt | 6350 | 4290 | 4422 | 31900 |
| 3_5_place_dp | 6160 | 2250 | 4324 | 30000 |
==> layout make-up <==
type	instances	area, um2	share of cell area, %
Multi-Input combinational cell	2345	18000	56.5
Tap cell	1254	1570	4.92
Inverter	222	833	2.61
Clock inverter	23	345	1.08
Clock buffer	75	1560	4.90
Sequential cell	454	9090	28.5
Timing Repair Buffer	49	480	1.51
==> Yosys cell counts, drive strengths merged (56+ instances only) <==
library cell  instances
dfxtp               454
nor2                396
ha                  352
inv                 222
nor2b               161
xnor2               157
a21oi               155
nand2               125
xor2                118
o21ai               111
fa                  106
a21o                100
nor3                 90
clkbuf               56
==> kinds of logic after synthesis <==
family / Yosys count / synth area share [%]
AOI/OAI and AO/OA: 630 / 14.9
xor gates and xnor gates: 275 / 8.54
adders and majority gates: 458 / 23.1
buffers and inverters: 296 / 4.01
DFF: 454 / 32.2
muxes: 16 / 0.625
and+or+nand+nor: 966 / 16.6
==> power by group <==
part | internal [uW] | switching (uW) | total (uW)
sequential | 1710 | 41.7 | 1750
combinational | 190 | 274 | 464
clock | 1170 | 728 | 1890
total | 3070 | 1040 | 4110
==> worst max-delay path: stages, from the launching register on <==
cell and delay (ps):
dfxtp_1 300, buf_4 400, nand2_1 400, inv_1 670, fa_1 590, ha_1 270, fa_1 580, nand2_1 100
a2111oi_0 610, o31a_1 270, o21a_1 120, nor3_1 40
==> flip-flops by register name (all words and copies together), names as in the netlist <==
name	count
data_out	16
mac	251
b	1
prod	154
xn	32
==> final timing paths <==
| check | end | cells past startpoint |
|---|---|---|
| worst max-delay path | prod[2][15]$_SDFF_PP0_ | 11 |
| worst min-delay path | xn[25][12]$_SDFF_PP0_ | 1 |
| worst max register to register | prod[2][15]$_SDFF_PP0_ | 11 |
| worst min register to register | xn[25][12]$_SDFF_PP0_ | 1 |
==> per-layer routing <==
layer / global-route usage, % / part of all wire [%]
met1: 24.2 / 50
met3: 3.09 / 5.5
met2: 23.0 / 42
met4: 3.99 / 3.0
met5: 0 / 0
Power figures rest on the tool's default switching activity, not on a simulated workload.
